`flow/config.mk`:
```
export PLATFORM = sky130hd
export DESIGN_NAME = spi_master_trx_char
export DESIGN_NICKNAME = spi_master_trx_char
export VERILOG_FILES = /design/flow/design.v
export SDC_FILE = /design/flow/constraint.sdc
export NUM_CORES = 4
export LEC_CHECK = 1
export CORE_AREA = 10 10 71 71
export DIE_AREA = 0 0 81 81
```
`flow/design.v`:
```
`timescale 1ns / 1ps
module spi_clk_gen #
(parameter integer C_DIVIDER_WIDTH = 8)
(
    input  sysclk,           
    input  rst_n,            
    input  enable,           
    input  go,               
    input  CPOL,             
    input  last_clk,         
    input  [C_DIVIDER_WIDTH-1:0] divider_i,  
    output reg clk_out,      
    output reg pos_edge,     
    output reg neg_edge      
);
wire cnt_zero;
wire cnt_one;
reg [C_DIVIDER_WIDTH-1:0] cnt;
assign cnt_zero = (cnt == {C_DIVIDER_WIDTH{1'b0}});
assign cnt_one  = (cnt == {{C_DIVIDER_WIDTH-1{1'b0}}, 1'b1});
always @(posedge sysclk )
begin
    if(rst_n == 1'b0)
        cnt <= {C_DIVIDER_WIDTH{1'b1}};
    else
    begin
        if(!enable || cnt_zero)
            cnt <= divider_i;
        else
            cnt <= cnt - {{C_DIVIDER_WIDTH-1{1'b0}}, 1'b1};
    end
end
always @(posedge sysclk )
begin
    if(rst_n == 1'b0)
        clk_out <= CPOL;
    else
        if (enable) begin
            clk_out <= (enable && cnt_zero && (!last_clk || clk_out)) ? ~clk_out : clk_out;
        end
        else begin
            clk_out <= CPOL;
        end
end
always @(posedge sysclk  )
begin
    if(rst_n == 1'b0)
    begin
        pos_edge  <= 1'b0;
        neg_edge  <= 1'b0;
    end
    else
    begin
        pos_edge  <= (enable && !clk_out && cnt_one) || (!(|divider_i) && clk_out) || (!(|divider_i) && go && !enable);
        neg_edge  <= (enable && clk_out && cnt_one) || (!(|divider_i) && !clk_out && enable);
    end
end
endmodule
module spi_master_trx_char
#(parameter integer CHAR_NBITS = 32)
(
    input  wire        S_SYSCLK,   
    input  wire        S_RESETN,   
    input  wire        S_ENABLE,   
    input  wire        S_CPOL,     
    input  wire        S_CPHA,     
    input  wire        S_TX_ONLY,  
    input  wire        S_LOOP,     
    input  wire        S_REV,      
    input  wire [3:0]  S_CHAR_LEN, 
    input  wire [9:0]  S_NDIVIDER, 
    input  wire        S_CHAR_GO,
    output wire        S_CHAR_DONE,
    input  wire [CHAR_NBITS-1:0] S_WCHAR,    
    output wire [CHAR_NBITS-1:0] S_RCHAR,    
    output wire        S_SPI_SCK,
    input  wire        S_SPI_MISO,
    output wire        S_SPI_MOSI
);
localparam REG_WIDTH          = 32;
localparam NBITS_PER_WORD     = 32;
localparam NBITS_PER_BYTE     = 8;
localparam NBYTES_PER_WORD    = (NBITS_PER_WORD / NBITS_PER_BYTE);
localparam NBITS_CHAR_LEN_MAX = 32;
localparam C_ADDR_WIDTH       = 8;
localparam C_DATA_WIDTH       = 32;
localparam ADDR_SPMODE        = 8'h00;
localparam ADDR_SPIE          = 8'h04;
localparam ADDR_SPIM          = 8'h08;
localparam ADDR_SPCOM         = 8'h0c;
localparam ADDR_SPITD         = 8'h10;
localparam ADDR_SPIRD         = 8'h14;
localparam ADDR_REV0          = 8'h18;
localparam ADDR_REV1          = 8'h1c;
localparam ADDR_CSMODE0       = 8'h20;
localparam ADDR_CSMODE1       = 8'h24;
localparam ADDR_CSMODE2       = 8'h28;
localparam ADDR_CSMODE3       = 8'h2c;
localparam SPMODE_EN          = 31;
localparam SPMODE_LOOP        = 30;
localparam SPMODE_MASTER      = 29;
localparam SPIE_RXCNT_HI      = 29;
localparam SPIE_RXCNT_LO      = 24;
localparam SPIE_DON           = 14;
localparam SPIE_DNR           = 13;
localparam SPIE_OV            = 12;
localparam SPIE_UN            = 11;
localparam SPIE_MME           = 10;
localparam SPIE_RNE           = 9;
localparam SPIE_TNF           = 8;
localparam SPIM_DON           = SPIE_DON;
localparam SPIM_DNR           = SPIE_DNR;
localparam SPIM_OV            = SPIE_OV;
localparam SPIM_UN            = SPIE_UN;
localparam SPIM_MME           = SPIE_MME;
localparam SPIM_RNE           = SPIE_RNE;
localparam SPIM_TNF           = SPIE_TNF;
localparam SPCOM_CS_HI        = 31;
localparam SPCOM_CS_LO        = 30;
localparam SPCOM_TO           = 27;  
localparam SPCOM_RSKIP_HI     = 23;  
localparam SPCOM_RSKIP_LO     = 16;
localparam SPCOM_TRANLEN_HI   = 15;
localparam SPCOM_TRANLEN_LO   = 0;
localparam CSMODE_CPOL        = 31;  
localparam CSMODE_CPHA        = 30;  
localparam CSMODE_REV         = 29;
localparam CSMODE_DIV16       = 28;
localparam CSMODE_PM_HI       = 27;
localparam CSMODE_PM_LO       = 24;
localparam CSMODE_IS3WIRE     = 23;
localparam CSMODE_POL         = 20;  
localparam CSMODE_LEN_HI      = 19;
localparam CSMODE_LEN_LO      = 16;
localparam CSMODE_CSBEF_HI    = 15;
localparam CSMODE_CSBEF_LO    = 12;
localparam CSMODE_CSAFT_HI    = 11;
localparam CSMODE_CSAFT_LO    = 8;
localparam CSMODE_CSCG_HI     = 7;
localparam CSMODE_CSCG_LO     = 3;
localparam NBITS_CS           = SPCOM_CS_HI - SPCOM_CS_LO + 1;
localparam NBITS_RSKIP        = SPCOM_RSKIP_HI - SPCOM_RSKIP_LO + 1;
localparam NBITS_TRANLEN      = SPCOM_TRANLEN_HI - SPCOM_TRANLEN_LO + 1;
localparam NBITS_PM           = CSMODE_PM_HI    - CSMODE_PM_LO + 1;
localparam NBITS_CHARLEN      = CSMODE_LEN_HI   - CSMODE_LEN_LO + 1;
localparam NBITS_CSBEF        = CSMODE_CSBEF_HI - CSMODE_CSBEF_LO + 1;
localparam NBITS_CSAFT        = CSMODE_CSAFT_HI - CSMODE_CSAFT_LO + 1;
localparam NBITS_CSCG         = CSMODE_CSCG_HI  - CSMODE_CSCG_LO + 1;
localparam NBITS_RXCNT        = SPIE_RXCNT_HI   - SPIE_RXCNT_LO + 1;
localparam SPMODE_DEF         = 32'h0000_0000;
localparam SPIE_DEF           = 32'h0000_0000;
localparam SPIM_DEF           = 32'h0000_0000;
localparam SPCOM_DEF          = 32'h0000_0000;
localparam SPITD_DEF          = 32'h0000_0000;
localparam SPIRD_DEF          = 32'hffff_ffff;
localparam CSMODE_DEF         = 1 << CSMODE_POL;
reg go;         
reg done;
reg last_clk;   
reg dout;
reg [CHAR_NBITS - 1: 0] data_in;
wire [5:0] bits_per_char;
wire [5:0] bits_per_char_dec;
reg  [5:0] bit_cnt;
reg  [5:0] cnt_min;
reg  [5:0] cnt_max;
reg [CHAR_NBITS:0] shift_tx;
reg [CHAR_NBITS:0] shift_rx;
wire [1:0] spi_mode;
wire pos_edge;  
wire neg_edge;  
assign S_SPI_MOSI = dout;
assign S_RCHAR    = data_in;
assign S_CHAR_DONE = done;
assign spi_mode = {S_CPOL, S_CPHA};
assign bits_per_char     = (0 == S_CHAR_LEN) ? 32 : S_CHAR_LEN + 1 ;
assign bits_per_char_dec = (0 == S_CHAR_LEN) ? 31 : S_CHAR_LEN ;
spi_clk_gen # (.C_DIVIDER_WIDTH(10)) clk_gen_char (
    .sysclk(S_SYSCLK),        
    .rst_n(S_RESETN),          
    .enable(S_ENABLE),        
    .go(go),                
    .CPOL(S_CPOL),            
    .last_clk(last_clk),    
    .divider_i(S_NDIVIDER),  
    .clk_out(S_SPI_SCK),      
    .pos_edge(pos_edge),    
    .neg_edge(neg_edge)     
);
always @(posedge S_CHAR_GO)
begin
    if (!go & S_RESETN & S_ENABLE) begin
        go <= 1;
        if (!S_REV) begin
            bit_cnt <= 0;
            if (S_CPHA) begin
                cnt_max <= bits_per_char;
                dout <= 1'b1;
                shift_tx <= {S_WCHAR, 1'b1};
            end
            else begin
                cnt_max <= bits_per_char_dec;
                shift_tx <= {1'b1, S_WCHAR};
                dout <= S_WCHAR[0];
            end
        end
        else begin
            if (S_CPHA) begin
                shift_tx <= {1'b1, S_WCHAR};
                bit_cnt <= bits_per_char;
                cnt_min <= 1;
                dout <= 1'b1;
            end
            else begin
                bit_cnt <= bits_per_char_dec;
                shift_tx <= {1'b1, S_WCHAR};
                cnt_min <= 0;
                dout <= S_WCHAR[bits_per_char_dec];
            end
        end
    end
end
always @(posedge S_SYSCLK or negedge S_RESETN)
begin
    if (!S_RESETN)
    begin
        go   <= 0;
        done <= 0;
        last_clk <= 0;
        dout <= 1'b1;
        data_in  <= {CHAR_NBITS{1'b1}};
        cnt_max <= CHAR_NBITS - 1;
        bit_cnt <= CHAR_NBITS - 1;
        cnt_min <= 0;
        shift_rx <= {1'b1, {CHAR_NBITS{1'b1}}};
        shift_tx <= {1'b0, S_WCHAR};
    end
    else
    begin
        done <= 0;
        last_clk <= 0;
        data_in  <= data_in;
        if (S_ENABLE & go)
        begin
            bit_cnt <= bit_cnt;
            dout <= shift_tx[bit_cnt];
            shift_rx <= shift_rx;
        end  
    end
end
always @(negedge neg_edge)
begin
    case (spi_mode)
        2'h0 : begin  
            if (S_REV) begin
                bit_cnt <= bit_cnt - 6'h1;
                if (cnt_min == bit_cnt) begin
                    done <= 1;
                    go <= 0;
                    last_clk <= 1;
                    bit_cnt <= bits_per_char_dec;
                    data_in <= shift_rx[31:0];
                end
            end
            else begin
                bit_cnt <= bit_cnt + 6'h1;
                if (cnt_max == bit_cnt) begin
                    go <= 0;
                    done <= 1;
                    last_clk <= 1;
                    bit_cnt <= 6'd0;
                    data_in <= shift_rx[31:0];
                end
            end
        end
        2'h1: begin  
            if (S_REV) begin
                if (0 == bit_cnt) begin
                    go <= 0;
                    done <= 1;
                    last_clk <= 1;
                    if (S_LOOP) begin
                        data_in <= {shift_rx[31:1], S_SPI_MOSI};
                    end
                    else begin
                        data_in <= {shift_rx[31:1], S_SPI_MISO};
                    end
                end
                if (S_LOOP) begin
                    shift_rx[bit_cnt] <= S_SPI_MOSI;
                end
                else begin
                    shift_rx[bit_cnt] <= S_SPI_MISO;
                end
            end
            else begin
                if (cnt_max == bit_cnt) begin
                    go <= 0;
                    done <= 1;
                    last_clk <= 1;
                    if (S_LOOP) begin
                        case (bits_per_char)
                            6'd8 : data_in[7:0] <= {S_SPI_MOSI, shift_rx[7:1]};
                            6'd16: data_in[15:0] <= {S_SPI_MOSI, shift_rx[15:1]};
                            6'd32: data_in[31:0] <= {S_SPI_MOSI, shift_rx[31:1]};
                        endcase
                    end
                    else begin
                        case (bits_per_char)
                            6'd8 : data_in[7:0] <= {S_SPI_MISO, shift_rx[7:1]};
                            6'd16: data_in[15:0] <= {S_SPI_MISO, shift_rx[15:1]};
                            6'd32: data_in[31:0] <= {S_SPI_MISO, shift_rx[31:1]};
                        endcase
                    end
                end
                if (S_LOOP) begin
                    shift_rx[bit_cnt] <= S_SPI_MOSI;
                end
                else begin
                    shift_rx[bit_cnt] <= S_SPI_MISO;
                end
            end
        end
        2'h2: begin  
            if (S_LOOP) begin
                shift_rx[bit_cnt] <= S_SPI_MOSI;
            end
            else begin
                shift_rx[bit_cnt] <= S_SPI_MISO;
            end
        end
        2'h3: begin  
            if (S_REV) begin
                bit_cnt <= bit_cnt - 6'h1;
                if (0 == bit_cnt) begin
                    last_clk <= 1;
                end
            end
            else begin
                bit_cnt <= bit_cnt + 6'h1;
                if (cnt_max == bit_cnt) begin
                    last_clk <= 1;
                end
            end
        end
    endcase
end
always @(negedge pos_edge)
begin
    if (S_ENABLE & go) begin
        case (spi_mode)
            2'h0: begin  
                if (S_LOOP) begin
                    shift_rx[bit_cnt] <= S_SPI_MOSI;
                end
                else begin
                    shift_rx[bit_cnt] <= S_SPI_MISO;
                end
            end
            2'h1: begin  
                if (S_REV) begin
                    bit_cnt <= bit_cnt - 6'h1;
                    if (0 == bit_cnt) begin
                        last_clk <= 1;
                        bit_cnt <= bits_per_char;
                    end
                end
                else begin
                    bit_cnt <= bit_cnt + 6'h1;
                    if (cnt_max == bit_cnt) begin
                        go <= 0;
                        done <= 1;
                        last_clk <= 1;
                        bit_cnt <= 6'd0;
                    end
                end
            end
            2'h2: begin  
                if (S_REV) begin
                    bit_cnt <= bit_cnt - 6'h1;
                    if (0 == bit_cnt) begin
                        go <= 0;
                        done <= 1;
                        last_clk <= 1;
                        bit_cnt <= bits_per_char_dec;
                        data_in <= shift_rx[31:0];
                    end
                end
                else begin
                    bit_cnt <= bit_cnt + 6'h1;
                    if (cnt_max == bit_cnt) begin
                        go <= 0;
                        done <= 1;
                        last_clk <= 1;
                        bit_cnt <= 6'd0;
                        data_in <= shift_rx[31:0];
                    end
                end
            end
            2'h3: begin  
                if (S_LOOP) begin
                    shift_rx[bit_cnt] <= S_SPI_MOSI;
                end
                else begin
                    shift_rx[bit_cnt] <= S_SPI_MISO;
                end
                if (S_REV) begin
                    if (0 == bit_cnt) begin
                        go <= 0;
                        done <= 1;
                        last_clk <= 1;
                        if (S_LOOP) begin
                            data_in <= {shift_rx[31:1], S_SPI_MOSI};
                        end
                        else begin
                            data_in <= {shift_rx[31:1], S_SPI_MISO};
                        end
                    end
                end
                else begin
                    if (cnt_max == bit_cnt) begin
                        go <= 0;
                        done <= 1;
                        last_clk <= 1;
                        if (S_LOOP) begin
                            case (bits_per_char)
                                6'd8 : data_in[7:0] <= {S_SPI_MOSI, shift_rx[7:1]};
                                6'd16: data_in[15:0] <= {S_SPI_MOSI, shift_rx[15:1]};
                                6'd32: data_in[31:0] <= {S_SPI_MOSI, shift_rx[31:1]};
                            endcase
                        end
                        else begin
                            case (bits_per_char)
                                6'd8 : data_in[7:0] <= {S_SPI_MISO, shift_rx[7:1]};
                                6'd16: data_in[15:0] <= {S_SPI_MISO, shift_rx[15:1]};
                                6'd32: data_in[31:0] <= {S_SPI_MISO, shift_rx[31:1]};
                            endcase
                        end
                    end
                end
            end
        endcase
    end
end
endmodule
```
`flow/constraint.sdc`:
```
current_design spi_master_trx_char

set clk_period 5.1
set clk_io_pct 0.2

create_clock -name clk0 -period $clk_period [get_ports {S_CHAR_GO}]
create_clock -name clk1 -period $clk_period [get_ports {S_SYSCLK}]

set non_clock_inputs [all_inputs -no_clocks]
set_input_delay [expr $clk_period * $clk_io_pct] -clock clk0 $non_clock_inputs
set_output_delay [expr $clk_period * $clk_io_pct] -clock clk0 [all_outputs]
```
`flow/run.sh`:
```
#!/bin/bash
# OpenROAD 26Q1-2900-gdf79404cd8, Yosys 0.63+post, stock flow scripts
make -C /OpenROAD-flow-scripts/flow DESIGN_CONFIG=/design/flow/config.mk WORK_HOME=/design/flow/orfs finish
```
==> impl_metrics.tcl <==
# flow metrics
set metrics [dict create \
    status "finished, final reports clean" \
    yosys.stat.seqShare_pct 25.48 \
    sum_neg_setup_slack_ps 0 \
    wl_per_cell_um 10.44 \
    clockRootBuffer "clkbuf_8" \
    crit_fanout 13 \
    synthesis.area_um2 903.4 \
    remaining_drc_errors 0 \
    stage_log_warnings 68 \
    filler_cells 404 \
    yosys_area_um2 903.4 \
    antenna_found_initial 0 \
    critical_path.cell_chain "inv_1 > ha_1 > or4b_1 > o31ai_4 > mux2i_1 > nand2_1" \
    finalMaxSlewViolations 0 \
    clock_tree.buffer_depth 2 \
    post-layout-total-power_uw 218.0 \
    skew_ps 3.338 \
    worst_path_clk_slew_ps 50 \
    htreeDepth 1 \
    critical_path.max_stage_delay_ps 620 \
    diodes 0 \
    drtIter0Drc 15 \
    synth.yosys.warnings 214 \
    floorplan.io_pins 91 \
    slew_headroom_pct 61.70 \
    cts_resized 0 \
    firstDrtPassIters 2 \
    vias 621 \
    setup_crit_end_kind "register" \
    timing.hold.worst.class "register to register" \
    powerDensity_nw_per_um2 221.1 \
    cts_setup_buffers 0 \
    routed_wirelength_um 1764 \
    synthToLayoutAreaGrowth_pct 9.141 \
    critPathLaunchType "register" \
    cts_tree "done" \
    sequential_cell_area_um2 230.2 \
    grt_start_max_net_pins 14 \
    floorplan.core_util_pct 24.86 \
    yosys-stat-cells 110 \
    clock_sink_count 11 \
    rows 22 \
    hold_buffers 0 \
    max_cap_viol_count 0 \
    worst_ir_drop_vdd_mv 0.05540 \
    synth_flop_count 11 \
    timing_worst_setup_path_type "register to register" \
    cts_inserted_buffers 3 \
    dp.final_hpwl_um 1424 \
    final_layout_size_suffix_gt1_share_pct 6.612 \
    grt_first_pass_wirelength_um 2794 \
    post_synthesis_cells 110 \
    multiInputGateArea_um2 499.2 \
    gp_congestion 0.7759 \
    postRouteAntennaNets 0 \
    p_leak_nw 0.4129 \
    core_um2 3633 \
    critical_path_required_ps 5210 \
    number_of_vias_per_cell_after_detailed_routing 3.675 \
    die_w_um 81 \
    grt_overflow 0 \
    vias_in_the_first_global_route 636 \
    ys_types 38 \
    die_area_um2 6561 \
    timing.final.setup_violations 0 \
    placement.io_buffers 14 \
    worst_ep_arrival_time_ps 2280 \
    synthesis.area_per_instance_um2 8.212 \
    crit_path_top_delay_cell "or4b_1" \
    die_h_um 81 \
    globalRouteTotalUtil_pct 5.117 \
    hold_viol_final 0 \
    setup_repair_after_global_routing_missed_its_margin "false" \
    max_slew.worst_pin.slew_ps 570.2 \
]
kinds of logic after synthesis:
logic type	Yosys count	synth area share (%)
xor+xnor	2	1.939
fa+ha+maj	1	1.385
flops	11	25.48
compound gates	21	17.04
other cells	2	0.8313
buf+inv	42	32.55
simple gates	29	18.56
mux	2	2.216
worst max-delay path, delay by kind of cell (launching register included):
| kind | cells | cell delay, ps |
|---|---|---|
| compound gates | 1 | 530 |
| fa+ha+maj | 1 | 210 |
| buf+inv | 1 | 60 |
| flops | 1 | 330 |
| mux | 1 | 240 |
| simple gates | 2 | 680 |
power breakdown:
part	leakage, nW	internal, mW	switching (mW)
Combinational	0.297	0.0184	0.0124
Clock	0.0228	0.0549	0.0325
Sequential	0.0934	0.0934	0.00634
final timing paths:
check	cells after the start	slack, ps	to	startpoint
max	6	2930	clk_gen_char.cnt[2]	clk_gen_char.cnt[0]
min in group clk0	1	2030	S_SPI_SCK	clk_gen_char.clk_out
min	1	520	clk_gen_char.cnt[0]	clk_gen_char.cnt[0]
max in group clk0	1	3060	S_SPI_SCK	clk_gen_char.clk_out
min reg2reg	1	520	clk_gen_char.cnt[0]	clk_gen_char.cnt[0]
max reg2reg	6	2930	clk_gen_char.cnt[2]	clk_gen_char.cnt[0]
layout make-up:
class | instances | area share (%)
Clock buffer | 4 | 4.569
Tap cell | 48 | 6.091
Timing Repair Buffer | 14 | 14.21
Sequential cell | 11 | 23.35
Multi-Input combinational cell | 89 | 50.63
Inverter | 3 | 1.142
through the flow:
| stage | std cells | hold slack, ps | cell area [um^2] | utilization (%) | setup slack [ps] |
|---|---|---|---|---|---|
| finish | 169 | 522.7 | 985.9 | 27.13 | 2930 |
| global route | 169 | 580.9 | 985.9 | 27.13 | 2720 |
| CTS | 169 | 531.4 | 985.9 | 27.13 | 2899 |
| detailed placement | 165 | 521.4 | 940.9 | 25.90 | 2707 |
| global placement | 165 | 513.3 | 940.9 | 25.90 | 2693 |
| floorplan | 142 | 489.2 | 1023 | - | 3143 |
registers in the layout (all words and copies together) (netlist names):
name / cells
clk_gen_char.clk_out: 1
clk_gen_char.cnt: 10
metal layers:
layer / GRT usage (%) / share of wire [%] / wire [um] / vias up
met5: 0 / 0 / 0 / -
met4: 1.211 / 1.8 / 31 / 0
met3: 2.227 / 9.1 / 160 / 2
met2: 7.404 / 40 / 706 / 29
met1: 6.885 / 49 / 865 / 254
li1: - / - / - / 336
cell usage in the layout (no fill, tap or decap), types with 2 or more instances in the layout:
cell type,count
clkdlybuf4s50_1,14
o31ai_1,2
o211ai_1,3
o21ai_0,3
a21oi_1,3
o21ai_1,2
o21a_1,2
xor2_1,2
mux2i_1,2
nor2_1,2
nand3_1,2
conb_1,34
clkbuf_8,3
and3_1,2
inv_1,3
nand2_1,7
nor3_1,4
dfxtp_1,10
nor2b_1,3
Yosys cell counts:
| cell | number | area share [%] |
|---|---|---|
| a31o_2 | 1 | 0.97 |
| and3_1 | 2 | 1.4 |
| nor2_1 | 2 | 0.83 |
| o21a_1 | 2 | 1.7 |
| o21ai_1 | 2 | 1.1 |
| nor3b_1 | 1 | 0.83 |
| a21oi_1 | 3 | 1.7 |
| o211ai_1 | 3 | 2.5 |
| o22ai_1 | 1 | 0.69 |
| mux2i_1 | 2 | 2.2 |
| clkbuf_1 | 3 | 1.2 |
| and3b_1 | 1 | 0.97 |
| nor3_1 | 4 | 2.2 |
| inv_1 | 3 | 1.2 |
| ha_1 | 1 | 1.4 |
| o21ai_2 | 1 | 0.97 |
| buf_6 | 1 | 1.2 |
| or4b_1 | 1 | 1.1 |
| xor2_1 | 2 | 1.9 |
| nand2_1 | 7 | 2.9 |
| edfxtp_1 | 1 | 3.3 |
| nor2b_1 | 3 | 2.1 |
| nand4_1 | 1 | 0.69 |
| or4_1 | 1 | 0.83 |
| buf_4 | 34 | 28 |
| nand3_1 | 2 | 1.1 |
| and2b_1 | 1 | 0.83 |
| buf_2 | 1 | 0.55 |
| nor4_2 | 1 | 1.4 |
| o21ai_0 | 3 | 1.7 |
| nor4_1 | 1 | 0.69 |
| o311ai_0 | 1 | 0.97 |
| o31ai_1 | 2 | 1.7 |
| o31ai_4 | 1 | 2.4 |
| a21o_1 | 1 | 0.83 |
| conb_1 | 2 | 0.83 |
| or2_2 | 1 | 0.69 |
| dfxtp_1 | 10 | 22 |
No activity file was given, so power comes from the tool's default toggle rates.
