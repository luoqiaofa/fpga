### flow/run.sh
#!/bin/bash
# OpenROAD 26Q1-2900-gdf79404cd8, Yosys 0.63+post, stock flow scripts
make -C /OpenROAD-flow-scripts/flow DESIGN_CONFIG=/design/flow/config.mk WORK_HOME=/design/flow/orfs finish
### flow/config.mk
export PLATFORM = sky130hd
export DESIGN_NAME = spi_slave_model
export DESIGN_NICKNAME = spi_slave_model
export VERILOG_FILES = /design/flow/design.v
export SDC_FILE = /design/flow/constraint.sdc
export NUM_CORES = 4
export LEC_CHECK = 1
export CORE_AREA = 10 10 92 92
export DIE_AREA = 0 0 102 102
### flow/constraint.sdc
current_design spi_slave_model

set clk_period 2.5
set clk_io_pct 0.2

create_clock -name clk0 -period $clk_period [get_ports {S_SYSCLK}]

set non_clock_inputs [all_inputs -no_clocks]
set_input_delay [expr $clk_period * $clk_io_pct] -clock clk0 $non_clock_inputs
set_output_delay [expr $clk_period * $clk_io_pct] -clock clk0 [all_outputs]
### flow/design.v
`timescale 1ns / 1ps
module spi_slave_model
#(parameter integer CHAR_NBITS = 16)
(
    input  wire        S_SYSCLK,   
    input  wire        S_RESETN,   
    input  wire        S_ENABLE,   
    input  wire        S_CPOL,     
    input  wire        S_CPHA,     
    input  wire        S_CSPOL,    
    input  wire        S_REV,      
    input  wire [3:0]  S_CHAR_LEN, 
    input  wire        S_SPI_CS,   
    input  wire        S_SPI_SCK,
    output wire        S_SPI_MISO,
    input  wire        S_SPI_MOSI
);
wire [31:0] wdata;
reg [15:0] wchar;
reg [31:0] txdata[0:7];
reg [31:0] rxdata;
wire [15:0] slv_data_rx;
assign wdata = txdata[tx_data_idx];
reg [15:0] tx_char_cnt;
reg [1:0] rx_char_idx;
wire [2:0] tx_data_idx;
wire [1:0] char_off;
wire slv_char_done;
wire slave_active;
assign slave_active = S_CSPOL ? (S_ENABLE & (~S_SPI_CS)) : (S_ENABLE & S_SPI_CS);
always @(posedge S_SYSCLK )
begin
    if (1'b0 == S_RESETN || (1'b0 == slave_active))
    begin
        wchar <= 0;
        tx_char_cnt <= 0;
        rx_char_idx <= 0;
        rxdata <= 0;
    end
    else begin
        if (S_CHAR_LEN > 7) begin
            if (char_off[0]) begin
                wchar <= wdata[31:16];
            end
            else begin
                wchar <= wdata[15:0];
            end
        end
        else begin
            case (char_off)
                0: wchar <= {8'b0, wdata[7:0]};
                1: wchar <= {8'b0, wdata[15:8]};
                2: wchar <= {8'b0, wdata[23:16]};
                3: wchar <= {8'b0, wdata[31:24]};
            endcase
        end
        if (slave_active) begin
            if (slv_char_done) begin
                rx_char_idx  <= rx_char_idx + 1;
                if (S_CHAR_LEN > 7) begin
                    if (1 == rx_char_idx) begin
                        rx_char_idx  <= 0;
                    end
                    case(rx_char_idx)
                        0 : rxdata <= {16'b0, slv_data_rx[15:0]};
                        1 : rxdata[31:16] <= slv_data_rx[15:0];
                    endcase
                end
                else begin
                    case(rx_char_idx)
                        0 : rxdata        <= {24'b0, slv_data_rx[7:0]};
                        1 : rxdata[15:8]  <= slv_data_rx[7:0];
                        2 : rxdata[23:16] <= slv_data_rx[7:0];
                        3 : rxdata[31:24] <= slv_data_rx[7:0];
                    endcase
                end
            end
        end
        else begin
            tx_char_cnt <= 0;
        end
    end
end
always @(posedge slv_char_done )
begin
    tx_char_cnt <= tx_char_cnt + 1;
end
spi_slave_trx_char #(.CHAR_NBITS(32))
spi_slv_dev
(
    .S_SYSCLK(S_SYSCLK),            
    .S_RESETN(S_RESETN),            
    .S_ENABLE(S_ENABLE),   
    .S_CPOL(S_CPOL),   
    .S_CPHA(S_CPHA),   
    .S_CSPOL(S_CSPOL),   
    .S_REV(S_REV),     
    .S_CHAR_LEN(S_CHAR_LEN),              
    .S_SPI_CS(S_SPI_CS),
    .S_SPI_SCK(S_SPI_SCK),
    .S_SPI_MISO(S_SPI_MISO),
    .S_SPI_MOSI(S_SPI_MOSI),
    .S_CHAR_DONE(slv_char_done),
    .S_WCHAR(wchar),         
    .S_RCHAR(slv_data_rx)           
);
assign tx_data_idx = S_CHAR_LEN > 7 ? tx_char_cnt[3:1] : tx_char_cnt[4:2];
assign char_off = S_CHAR_LEN > 7 ? {1'b0, tx_char_cnt[0]} : tx_char_cnt[1:0];
initial
begin
    txdata[0]=32'h44332211;
    txdata[1]=32'h88776655;
    txdata[2]=32'hccbbaa99;
    txdata[3]=32'h00ffeedd;
    txdata[4]=32'h04030201;
    txdata[5]=32'h08070605;
    txdata[6]=32'h0c0b0a09;
    txdata[7]=32'h100f0e0d;
end
endmodule
module spi_slave_trx_char
#(parameter integer CHAR_NBITS = 32)
(
    input  wire        S_SYSCLK,   
    input  wire        S_RESETN,   
    input  wire        S_ENABLE,   
    input  wire        S_CPOL,     
    input  wire        S_CPHA,     
    input  wire        S_CSPOL,    
    input  wire        S_REV,      
    input  wire [3:0]  S_CHAR_LEN, 
    output wire        S_CHAR_DONE,
    input  wire [15:0] S_WCHAR,    
    output wire [15:0] S_RCHAR,    
    input  wire        S_SPI_CS,   
    input  wire        S_SPI_SCK,
    output wire        S_SPI_MISO,
    input  wire        S_SPI_MOSI
);
localparam REG_WIDTH          = 32;
localparam NBITS_PER_WORD     = 32;
localparam NBITS_PER_BYTE     = 8;
localparam NBYTES_PER_WORD    = (NBITS_PER_WORD / NBITS_PER_BYTE);
localparam NBITS_CHAR_LEN_MAX = 32;
localparam C_ADDR_WIDTH       = 8;
localparam C_DATA_WIDTH       = 32;
localparam ADDR_SPMODE        = 8'h00;
localparam ADDR_SPIE          = 8'h04;
localparam ADDR_SPIM          = 8'h08;
localparam ADDR_SPCOM         = 8'h0c;
localparam ADDR_SPITD         = 8'h10;
localparam ADDR_SPIRD         = 8'h14;
localparam ADDR_REV0          = 8'h18;
localparam ADDR_REV1          = 8'h1c;
localparam ADDR_CSMODE0       = 8'h20;
localparam ADDR_CSMODE1       = 8'h24;
localparam ADDR_CSMODE2       = 8'h28;
localparam ADDR_CSMODE3       = 8'h2c;
localparam SPMODE_EN          = 31;
localparam SPMODE_LOOP        = 30;
localparam SPMODE_MASTER      = 29;
localparam SPIE_RXCNT_HI      = 29;
localparam SPIE_RXCNT_LO      = 24;
localparam SPIE_DON           = 14;
localparam SPIE_DNR           = 13;
localparam SPIE_OV            = 12;
localparam SPIE_UN            = 11;
localparam SPIE_MME           = 10;
localparam SPIE_RNE           = 9;
localparam SPIE_TNF           = 8;
localparam SPIM_DON           = SPIE_DON;
localparam SPIM_DNR           = SPIE_DNR;
localparam SPIM_OV            = SPIE_OV;
localparam SPIM_UN            = SPIE_UN;
localparam SPIM_MME           = SPIE_MME;
localparam SPIM_RNE           = SPIE_RNE;
localparam SPIM_TNF           = SPIE_TNF;
localparam SPCOM_CS_HI        = 31;
localparam SPCOM_CS_LO        = 30;
localparam SPCOM_TO           = 27;  
localparam SPCOM_RSKIP_HI     = 23;  
localparam SPCOM_RSKIP_LO     = 16;
localparam SPCOM_TRANLEN_HI   = 15;
localparam SPCOM_TRANLEN_LO   = 0;
localparam CSMODE_CPOL        = 31;  
localparam CSMODE_CPHA        = 30;  
localparam CSMODE_REV         = 29;
localparam CSMODE_DIV16       = 28;
localparam CSMODE_PM_HI       = 27;
localparam CSMODE_PM_LO       = 24;
localparam CSMODE_IS3WIRE     = 23;
localparam CSMODE_POL         = 20;  
localparam CSMODE_LEN_HI      = 19;
localparam CSMODE_LEN_LO      = 16;
localparam CSMODE_CSBEF_HI    = 15;
localparam CSMODE_CSBEF_LO    = 12;
localparam CSMODE_CSAFT_HI    = 11;
localparam CSMODE_CSAFT_LO    = 8;
localparam CSMODE_CSCG_HI     = 7;
localparam CSMODE_CSCG_LO     = 3;
localparam NBITS_CS           = SPCOM_CS_HI - SPCOM_CS_LO + 1;
localparam NBITS_RSKIP        = SPCOM_RSKIP_HI - SPCOM_RSKIP_LO + 1;
localparam NBITS_TRANLEN      = SPCOM_TRANLEN_HI - SPCOM_TRANLEN_LO + 1;
localparam NBITS_PM           = CSMODE_PM_HI    - CSMODE_PM_LO + 1;
localparam NBITS_CHARLEN      = CSMODE_LEN_HI   - CSMODE_LEN_LO + 1;
localparam NBITS_CSBEF        = CSMODE_CSBEF_HI - CSMODE_CSBEF_LO + 1;
localparam NBITS_CSAFT        = CSMODE_CSAFT_HI - CSMODE_CSAFT_LO + 1;
localparam NBITS_CSCG         = CSMODE_CSCG_HI  - CSMODE_CSCG_LO + 1;
localparam NBITS_RXCNT        = SPIE_RXCNT_HI   - SPIE_RXCNT_LO + 1;
localparam SPMODE_DEF         = 32'h0000_0000;
localparam SPIE_DEF           = 32'h0000_0000;
localparam SPIM_DEF           = 32'h0000_0000;
localparam SPCOM_DEF          = 32'h0000_0000;
localparam SPITD_DEF          = 32'h0000_0000;
localparam SPIRD_DEF          = 32'hffff_ffff;
localparam CSMODE_DEF         = 1 << CSMODE_POL;
localparam MAX_BITNO_OF_CHAR = 4'hf;
reg done;
wire slave_active;
reg [3:0] bit_cnt;
reg [1:0] char_idx;
wire [NBITS_CHAR_LEN_MAX-1 : 0] shift_tx;
reg [NBITS_CHAR_LEN_MAX-1 : 0] shift_rx;
reg [NBITS_CHAR_LEN_MAX-1 : 0] data_rx;
wire [1:0] spi_mode;
wire pos_edge;  
wire neg_edge;  
reg sck_dly;
assign pos_edge    = ~sck_dly & S_SPI_SCK;
assign neg_edge    = sck_dly & ~S_SPI_SCK;
assign S_RCHAR     = data_rx;
assign S_CHAR_DONE = slave_active ? done : 1'bz;
assign spi_mode = {S_CPOL, S_CPHA};
assign S_SPI_MISO   = slave_active ? shift_tx[bit_cnt] : 1'bz;
assign slave_active = S_CSPOL ? (S_ENABLE & (~S_SPI_CS)) : (S_ENABLE & S_SPI_CS);
wire sck_first_edge;
wire sck_second_edge;
assign sck_first_edge = S_CPOL ? neg_edge : pos_edge;
assign sck_second_edge = S_CPOL ? pos_edge : neg_edge;
assign shift_tx = S_WCHAR;
always @(posedge S_SYSCLK)
begin
    if (!S_RESETN)
    begin
        char_idx <= 0;
        sck_dly  <= S_SPI_SCK;
    end
    else begin
        sck_dly  <= S_SPI_SCK;
        if (1'b0 == slave_active) begin
            char_idx <= 0;
        end
    end
end
always @(posedge S_SYSCLK)
begin
    if (1'b1 == done)
    begin
        done <= 0;
        shift_rx <= {CHAR_NBITS{1'b0}};
        if (S_REV) begin
            bit_cnt  <= (S_CPHA ? S_CHAR_LEN + 1 : S_CHAR_LEN);
        end
        else begin
            bit_cnt  <= (S_CPHA ? MAX_BITNO_OF_CHAR : 0);
        end
    end
    if (slave_active) begin
        if (sck_first_edge) begin
            if (S_CPHA) begin
                bit_cnt <= (S_REV ? bit_cnt - 1 : bit_cnt + 1);
            end
            else begin
                shift_rx[bit_cnt] = S_SPI_MOSI;
            end
        end
        if (sck_second_edge) begin
            if (!S_CPHA) begin
                bit_cnt <= (S_REV ? bit_cnt - 1 : bit_cnt + 1);
                if (S_REV) begin
                    if (0 == bit_cnt)
                        bit_cnt  <= (S_CPHA ? S_CHAR_LEN + 1 : S_CHAR_LEN);
                end
                else begin
                    if (S_CHAR_LEN == bit_cnt)
                        bit_cnt  <= (S_CPHA ? MAX_BITNO_OF_CHAR : 0);
                end
            end
            else begin
                shift_rx[bit_cnt] = S_SPI_MOSI;
            end
            if (S_REV) begin
                if (0 == bit_cnt) begin
                    done <= 1;
                    char_idx <= char_idx + 1;
                    if (S_CPHA) begin
                        case (S_CHAR_LEN)
                            3: data_rx[3:0]  <= {shift_rx[3:1], S_SPI_MOSI};
                            7: data_rx[7:0]  <= {shift_rx[7:1], S_SPI_MOSI};
                           11: data_rx[11:0] <= {shift_rx[11:1], S_SPI_MOSI};
                           15: data_rx[15:0] <= {shift_rx[15:1], S_SPI_MOSI};
                        endcase
                    end
                    else begin
                        data_rx <= shift_rx;
                    end
                end
            end
            else begin
                if (S_CHAR_LEN == bit_cnt) begin
                    done <= 1;
                    char_idx <= char_idx + 1;
                    if (S_CPHA) begin
                        case (S_CHAR_LEN)
                            3: data_rx[3:0]  <= {S_SPI_MOSI, shift_rx[2:0]};
                            7: data_rx[7:0]  <= {S_SPI_MOSI, shift_rx[7:0]};
                           11: data_rx[11:0] <= {S_SPI_MOSI, shift_rx[11:0]};
                           15: data_rx[15:0] <= {S_SPI_MOSI, shift_rx[14:0]};
                        endcase
                    end
                    else begin
                        data_rx <= shift_rx;
                    end
                end
            end
        end
    end
    else begin
        done <= 0;
        data_rx <= 0;
        shift_rx <= {CHAR_NBITS{1'b0}};
        if (S_REV) begin
            bit_cnt  <= (S_CPHA ? S_CHAR_LEN + 1 : S_CHAR_LEN);
        end
        else begin
            bit_cnt  <= (S_CPHA ? MAX_BITNO_OF_CHAR : 0);
        end
    end
end
endmodule
==> results.py <==
# Generated from Yosys and OpenROAD reports
metrics = {
    "global_route": {
        "first_global_vias": 786,
        "gr-usage-met1_pct": 6.31,
        "gr-usage-met3_pct": 0.954,
        "grt_pass1_wl_um": 3770,
        "grt_usage_pct": 4.39,
        "grt_max_degree": 10,
        "grt_antenna_before_repair": 0,
        "busiest_layer": "met2",
        "overflow": 0,
        "grtUsageMet2_pct": 6.96,
    },
    "synthesis": {
        "synth_cell_types": 41,
        "synth.yosys.num_cells": 107,
        "synthArstFlopShare_pct": 0,
        "netlist_area_sq_um": 850,
        "ys_area_sq_um": 850,
        "edf_count": 0,
        "ys.flops": 8,
        "yosysSeqAreaShare_pct": 18.9,
        "ys_warn_count": 25,
        "syn_inst": 107,
        "synthFlopType": "dfxtp_1",
        "avgSynthCellArea_sq_um": 7.94,
    },
    "worst_setup_path": {
        "worst-setup-path-type": "in -> reg",
        "crit_required_ns": 2.65,
        "startpoint_type": "primary input",
        "worst_setup_path_end_kind": "flop",
        "crit_path_max_fanout": 4,
        "worstPathArrival_ns": 2.40,
    },
    "sta": {
        "finClkSkew_ns": 0.00140,
        "min_period_over_period_pct": 90.0,
        "setup-tns-final_ns": 0,
        "slew_headroom_pct": 60.7,
        "slew_violations": 0,
        "setup_viol": 0,
        "max_freq_mhz": 445,
        "fin_crit_ns": 2.25,
        "max_slew.worst_pin.slew_ns": 0.585,
        "rsz0062_at_grt": "no",
        "hold_viol_final": 0,
    },
    "clock_tree": {
        "cts_root_buf": "clkbuf_8",
        "clkSlewWorstSetupHoldPaths_ns": 0.04,
        "cts_setup_buffers": 0,
        "insertion_delay_ns": 0.22,
        "cts_buffer_depth": 2,
        "cts_buffers": 3,
        "cts_resized": 0,
        "htreeDepth": 1,
        "ctsHoldBuffers": 0,
        "cts_num_sinks": 8,
        "cts_tree": "yes",
    },
    "place": {
        "io_buffers": 13,
        "dpl.cell_count": 200,
        "dp_hpwl_um": 1820,
        "placed_area_sq_um": 1100,
        "gp_congestion": 0.901,
    },
    "power_and_ir_drop": {
        "powerDensity_nw_per_um2": 491,
        "p_leak_nw": 0.425,
        "vdd_drop_max_uv": 288,
    },
    "die": {
        "ioPinCount": 15,
        "core_sq_um": 6460,
        "die-area_sq_um": 10400,
        "rows": 29,
        "fp_util_pct": 13.2,
        "fp.dieW_um": 102,
        "die_h_um": 102,
    },
    "hold_path": {
        "min_path_type": "reg -> reg",
    },
    "run_status": {
        "outcome": "complete, no violations",
    },
    "final_layout": {
        "area_growth_pct": 34.9,
        "final_util_pct": 17.7,
        "final_cells": 203,
        "mostFrequentLayoutCells": "15 x nand2_1, 13 x a21oi_1, 13 x clkdlybuf4s50_1, 8 x dfxtp_1",
        "fin_area_sq_um": 1150,
        "layout_top_cell": "nand2_1",
        "layout-drive-gt1-share_pct": 15.1,
    },
    "routing": {
        "drc": 0,
        "dr_total_vias": 811,
        "wirelength_um": 2150,
        "drtIter0Drc": 81,
        "drt-vias-per-instance": 4.00,
        "detail-route-antenna-nets": 0,
        "post_drt_wl_per_cell_um": 10.6,
        "first_pass_iters": 4,
        "antennaDiodeCount": 0,
    },
    "run": {
        "cap_violations": 0,
        "tool_warnings": 26,
    },
}
-- metal layers --
metal,share of wire (%),vias to the layer above
met3,3.9,0
met1,48,360
li1,-,437
met4,0,0
met5,0,-
met2,48,14
-- metrics by stage --
| stage | total power [mW] | setup slack, ns | hold slack [ns] |
|---|---|---|---|
| CTS | 0.569 | 0.256 | 0.632 |
| floorplan | 0.331 | 0.426 | 0.528 |
| global placement | 0.413 | 0.0309 | 0.599 |
| global route | 0.613 | 0.0962 | 0.677 |
| finish | 0.562 | 0.251 | 0.630 |
| detailed placement | 0.412 | 0.0400 | 0.623 |
-- power by group --
group | switching, mW | total (mW) | internal (mW)
Clock | 0.0466 | 0.151 | 0.104
Combinational | 0.115 | 0.238 | 0.123
Sequential | 0.0302 | 0.173 | 0.143
-- worst paths after layout --
check	startpoint	to	slack, ns	cells past startpoint
setup / recovery	S_REV	spi_slv_dev.bit_cnt[2]$_DFF_P_	0.25	8
setup reg to reg	spi_slv_dev.bit_cnt[0]$_DFF_P_	spi_slv_dev.bit_cnt[2]$_DFF_P_	0.59	7
hold reg to reg	spi_slv_dev.sck_dly$_DFF_P_	spi_slv_dev.done$_SDFF_PN0_	0.63	3
hold / removal	spi_slv_dev.sck_dly$_DFF_P_	spi_slv_dev.done$_SDFF_PN0_	0.63	3
-- sequential cells by signal, summed over array words and instances, names as in the netlist --
signal               flops
spi_slv_dev.bit_cnt      4
spi_slv_dev.done         1
spi_slv_dev.sck_dly      1
wchar                    2
-- worst max-delay path, cell delays in order --
cell and delay (ns):
clkdlybuf4s50_1 0.54, clkinv_1 0.14, fa_1 0.45, xnor2_1 0.26
mux2i_1 0.11, o211ai_1 0.17, o21ai_0 0.09, a31oi_1 0.13
-- final cells by class --
class / count / area, sq um
clock buffers: 3 / 41.3
fillers: 715 / 5310
inverters: 6 / 22.5
multi-input cells: 90 / 651
flip-flops and latches: 8 / 160
well taps: 77 / 96.3
repair buffers: 19 / 175
-- Yosys cell counts, drive strengths merged, types with 3 or more instances --
library cell / number / area share (%)
xor2: 6 / 6.2
mux2i: 4 / 4.7
nor2: 4 / 2.1
ha: 3 / 4.4
nand2: 15 / 6.6
o21ai: 7 / 5.4
nand4bb: 3 / 4.0
a21oi: 13 / 7.7
o31ai: 3 / 4.3
inv: 5 / 2.2
nand3: 6 / 3.5
dfxtp: 8 / 19
-- cells by family (layout without fill, tap and decap cells) --
group           Yosys count  count (layout)  share of synthesized area [%]
xor+xnor                  7               7                           7.22
fa+ha+maj                 4               4                           6.78
mux                       4               4                           4.71
simple gates             40              40                           28.7
flops                     8               8                           18.9
buf+inv                   9              28                           4.56
compound gates           35              35                           29.2
Power and IR drop assume default switching activity.
